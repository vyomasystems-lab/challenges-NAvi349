--- /design/flow/design.v ---
module alu  (output reg [15:0] out, input [15:0] in1, input [15:0] in2, input addsub);
    always @(*) begin
        if (addsub == 0) 
            out = in1 - in2;  
        else 
            out = in1 + in2;  
    end
endmodule
module booth_controller (output reg ldA, clrA, sftA, ldQ, clrQ, sftQ, ldM, clrff, addsub, decr, ldcnt, done, input clk, q0, qm1, eqz, start);
    reg [2:0] state;
    parameter S0 = 3'b000;
    parameter S1 = 3'b001;
    parameter S2 = 3'b010;
    parameter S3 = 3'b011;
    parameter S4 = 3'b100;
    parameter S5 = 3'b101;
    parameter S6 = 3'b110;
    always @(posedge clk) begin
        case (state) 
            S0: if (start) state <= S1;
            S1: state <= S2;
            S2: #2 begin 
                if ({q0, qm1} == 2'b01) 
                    state <= S3;
                else if ({q0, qm1} == 2'b10)
                    state <= S4;
                else
                    state <= S5;
            end
            S3: state <= S5;
            S4: state <= S5;
            S5: #2 begin 
                if (({q0,qm1}==2'b01) && !eqz) 
                    state <= S3;
                else if (({q0,qm1}==2'b10) && !eqz) 
                    state <= S4;
                else if (eqz) 
                    state <= S6;
            end
            S6: state <= S6;
            default: state <= S0;        
        endcase
    end
    always @(state) begin
        case (state)
            S0: begin    
                clrA = 0; ldA = 0; sftA = 0; clrQ = 1; ldQ = 0; sftQ = 0; ldM = 0; clrff = 0; done = 0; 
            end
            S1: begin 
                clrA = 1; clrff = 1; ldcnt = 1; ldM = 1; clrQ = 0;
            end
            S2: begin 
                clrA = 0; clrff = 0; ldcnt = 0; ldM = 0; ldQ = 1; 
            end
            S3: begin  
                ldA = 1; addsub = 1; ldQ = 0; sftA = 0; sftQ = 0; decr = 0;
            end
            S4: begin  
                ldA = 1; addsub = 0; ldQ = 0; sftA = 0; sftQ = 0; decr = 0; 
            end
            S5: begin 
                sftA = 1; sftQ = 1; ldA = 0; ldQ = 0; decr = 1; 
            end
            S6: begin  
                done = 1; sftA = 0; sftQ = 0; ldA = 0; ldQ = 0; decr = 0;
            end
            default: begin 
                clrA = 0; sftA = 0; ldQ = 0; sftQ = 0; 
            end
        endcase
    end
endmodule
module booth_datapath ( input clk, ldA, ldM, ldQ, clrA, clrQ, clrff, sftA, sftQ, addsub, dec, ldCnt, input [15:0] data_in, output q0, qm1, eqz, output [15:0] A, M, Q);
    wire [15:0] A, M, Q, Z;
    wire [4:0] count;
    assign eqz = ~|count;
    assign q0 = Q[0];
    alu a0 (Z, A, M, addsub);
    dff d0 (qm1, Q[0], clk, clrff);
    shiftreg Areg (A, Z, A[15], clk, ldA, clrA, sftA);
    shiftreg Qreg (Q, data_in, A[0], clk, ldQ, clrQ, sftQ);
    pipo mreg (M, data_in, clk, ldM);
    counter c0 (count, dec, clk, ldCnt);
endmodule
module booth_top(output wire [15:0] out, output done, input clk, input [15:0] data_in, input start);
    wire ldA, clrA, sftA, ldQ, clrQ, sftQ, ldM, clrff, addsub;
    wire q0, qm1, dec, ldCnt;
    wire eqz;
    wire [15:0] A, M, Q;
    assign out = {{6{A[4]}}, A[4:0], Q[15:11]};
    booth_datapath bd0 ( clk, ldA, ldM, ldQ, clrA, clrQ, clrff, sftA, sftQ, addsub, dec, ldCnt, data_in, q0, qm1, eqz, A, M, Q);
    booth_controller bc0 ( ldA, clrA, sftA, ldQ, clrQ, sftQ, ldM, clrff, addsub, dec, ldCnt, done, clk, q0, qm1, eqz, start);
endmodule
module counter (output reg [4:0] count, input dec, clk, ldCnt);
    always @(posedge clk) begin
        if (ldCnt)
            count <= 5'b00101;
        else if (count != 0) begin
            if (dec)
                count <= count - 1;
        end
        else
            count <= count;
    end
endmodule
module dff (output reg q, input d, clk, clr);
    always @(posedge clk) begin
        if (clr) 
            q <= 0;
        else 
            q <= d;
    end
endmodule
module pipo (output reg [15:0] data_out, input [15:0] data_in, input clk, load);
    always @(posedge clk) begin
        if (load) data_out <= data_in;
    end
endmodule
module shiftreg (output reg [15:0] data_out, input [15:0] data_in, input s_in, clk, ld, clr, sft);
    always @(posedge clk)   begin
        if (clr) 
            data_out <= 15'b0;
        else if (ld)
            data_out <= data_in;
        else if (sft)
            data_out <= {s_in, data_out[15:1]};
    end
endmodule
--- /design/flow/run.sh ---
#!/bin/bash
# OpenROAD 26Q1-2900-gdf79404cd8, Yosys 0.63+post, stock flow scripts
make -C /OpenROAD-flow-scripts/flow DESIGN_CONFIG=/design/flow/config.mk WORK_HOME=/design/flow/orfs finish
--- /design/flow/config.mk ---
export PLATFORM = sky130hd
export DESIGN_NAME = booth_top
export DESIGN_NICKNAME = booth_top
export VERILOG_FILES = /design/flow/design.v
export SDC_FILE = /design/flow/constraint.sdc
export NUM_CORES = 4
export LEC_CHECK = 1
export CORE_UTILIZATION = 50
--- /design/flow/constraint.sdc ---
current_design booth_top

set clk_period 9.2
set clk_io_pct 0.2

create_clock -name clk0 -period $clk_period [get_ports {clk}]

set non_clock_inputs [all_inputs -no_clocks]
set_input_delay [expr $clk_period * $clk_io_pct] -clock clk0 $non_clock_inputs
set_output_delay [expr $clk_period * $clk_io_pct] -clock clk0 [all_outputs]
==> results.toml <==
# generated from flow reports
[global_route]
grt_pass1_wl_mm = 13.4
grt.total_usage = 0.209
gr-total-overflow = 0
grt_pass1_vias = 2827
grt_max_degree = 33
grt_antenna_before_repair = 0

[yosys]
ys_top_logic_family = "simple AND/OR/NAND/NOR gates"
avgSynthCellArea_um2 = 8.80
synth-edff-count = 19
yosysTopAreaCell = "dfxtp_1"
ys_seq_elements = 67
yosysWarningCount = 6
xor_area_frac = 0.0626
synth-compound-area-share = 0.169
netlist.area_leader.share = 0.194
async_flop_share = 0
simple_gate_area_frac = 0.171
synthesis.area_mm2 = 0.00392
mux_area_frac = 0.0751
synthTopCellsByArea = "dfxtp_1, edfxtp_1, ha_1"
syn_inst = 445
ff_type = "dfxtp_1"
ys_cells = 445
ys_area_mm2 = 0.00392
synth_cell_type_count = 55
adder_share = 0.0754

[die]
chipWidth_um = 90.5
fp_util = 0.529
core_area_mm2 = 0.00741
die_height_um = 90.5
die_area_mm2 = 0.00819
ios = 35
rows = 31

[worst_hold_path]
hp-class = "register to register"
hold_depth = 2
hp-start = "bd0.Qreg.data_out[0]"
worstHoldEndpoint = "bd0.d0.q"

[route]
first_iter_violations = 154
via_per_inst = 5.42
num_vias = 3042
drc_errors = 0
dr.pass1.iters = 4
antenna_cells = 0
ant_nets = 0
detail_route.wl_per_cell_um = 14.1
wl_mm = 7.92

[critical_path]
path_max_fanout = 6
reg2reg_to = "bd0.Areg.data_out[15]"
reg2reg_depth = 12
end_kind = "register"
arrival_ps = 3500
start_kind = "register"
crit_required_ps = 9480
critPathTopFamily = "AND-OR/OR-AND gates"
crit_chain = "nor3_1 -> nand2b_1 -> nor3_1 -> a21oi_1 -> xor2_1 -> ha_1 -> o21ai_1 -> o21ai_1 -> a41o_1 -> a41o_1 -> mux4_2 -> nand3_1"
rrSetupSlack_ps = 5990
slowest_delay_ps = 500
worstSetupPathType = "register to register"
rr_startpoint = "bd0.mreg.data_out[2]"
crit_buf_inv = 0
slowest_stage = "edfxtp_1"

[place]
placement.io_buffers = 34
place_hpwl_mm = 5.77
gp_congestion = 0.991

[finish]
drive_gt1_frac = 0.0606
nFillCells = 675
area_growth_syn_to_layout_pct = 12.3
final_util = 0.594
combGateArea_mm2 = 0.00217
register_area_mm2 = 0.00148

[final_timing]
untimed_endpoints = 27
setup_tns_ps = 0
holdWs_ps = 525
fin_crit_sh = 0.349
rsz0062_at_grt = "false"
hold_viol = 0
setup_viol = 0
fmax_ghz = 0.311
worst_slew_pin_slew_ps = 854
period_needed_ps = 3210
slew_headroom = 0.430
slew_viol_final = 0
unclocked_pins = 10
fin_worst_skew_ps = 6.89

[clock_network]
tritoncts = "yes"
cts_root_buffer = "clkbuf_8"
htreeDepth = 3
insertion_delay_ps = 340
max-clock-path-buffers = 2
clkTransAtPathRegs_ps = 80
cts-resized-gates = 0
cts_hold_buf = 0
numCtsBuffers = 9
postCtsSetupRepairBufs = 0

[power_and_ir_drop]
ir_drop_mv = 0.147
seqPwrFrac = 0.308
powerDensity_mw_per_mm2 = 344
power_uw = 1510
combPwrFrac = 0.531
netSwitchingFraction = 0.421
clkPwrFrac = 0.161
p_switching_uw = 636
static-leakage-power_uw = 0.00172
p_int_uw = 876

[run]
max-cap-violations = 0
warning_count = 31

[status]
status = "completed"
## tightest hold or removal path, delay by kind of cell, from the launching register on
family        cells  cell delay [ps]
flops             1              350
buf+inv           1               90
simple gates      1               40
## cells in the final DEF, fill, tap and decap left out, drive strengths merged, types with 2 or more instances in the layout
cell type / Yosys / routed
and2: 2 / 2
nor2: 71 / 71
nand2b: 9 / 9
o21ai: 14 / 14
clkinv: 0 / 3
nor4: 3 / 3
o22ai: 2 / 2
nand3: 4 / 4
a211oi: 18 / 18
o21bai: 2 / 2
dfxtp: 38 / 38
inv: 17 / 19
nand3b: 3 / 3
o21a: 2 / 2
a21o: 7 / 7
a2111oi: 2 / 2
a31oi: 6 / 6
nor3: 11 / 11
xor2: 17 / 17
dlxtn: 9 / 9
a41o: 2 / 2
nor2b: 7 / 7
ha: 22 / 22
or3: 2 / 2
xnor2: 11 / 11
a21oi: 42 / 42
buf: 21 / 3
clkbuf: 15 / 9
edfxtp: 19 / 19
clkdlybuf4s50: 0 / 34
nand2: 22 / 22
mux2i: 26 / 26
nand4: 3 / 3
## synth_stat cells (8+ instances only)
cell type / count
xnor2_1: 11
xor2_1: 17
edfxtp_1: 19
nor3_1: 11
a211oi_1: 16
nor2_1: 71
nand2_1: 22
dfxtp_1: 38
clkbuf_1: 15
buf_4: 16
a21oi_1: 42
nand2b_1: 9
inv_1: 16
mux2i_1: 26
o21ai_0: 8
ha_1: 22
dlxtn_1: 9
## layer usage
| metal | vias up | share of wire | GRT usage |
|---|---|---|---|
| met2 | 59 | 0.44 | 0.326 |
| met4 | 0 | 0.023 | 0.0497 |
| met5 | - | 0 | 0 |
| met1 | 1383 | 0.50 | 0.308 |
| li1 | 1587 | - | - |
| met3 | 13 | 0.038 | 0.0427 |
## kinds of logic (layout without fill, tap and decap cells)
logic type	count (synthesis)	count (layout)
AOI/OAI and AO/OA	104	104
xor gates and xnor gates	28	28
adders and majority gates	23	23
buffers and inverters	53	70
DFF	57	57
latches	10	10
muxes	28	28
and+or+nand+nor	142	142
## how the worst max path moves through the flow
stage                 slack, ps                 start  depth (start not counted)                     to
after CTS                  5980  bd0.Areg.data_out[4]                          1                out[11]
after global routing       5770  bd0.mreg.data_out[4]                         12  bd0.Areg.data_out[15]
final                      5990  bd0.mreg.data_out[2]                         12  bd0.Areg.data_out[15]
## flip-flops by register name (all words and copies together), names as in the netlist
name and count:
bc0.clrA 1, bc0.addsub 1, bd0.d0.q 1, bd0.Areg.data_out 16, bd0.mreg.data_out 16, bc0.sftQ 1, bc0.state 3, bc0.done 1
bc0.ldA 1, bc0.ldcnt 1, bc0.ldM 1, bc0.decr 1, bd0.c0.count 5, bc0.clrQ 1, bc0.ldQ 1, bd0.Qreg.data_out 16
## area by class of cell
cell class | count | share of cell area
flip-flops and latches | 67 | 0.337
multi-input cells | 325 | 0.492
inverters | 17 | 0.0145
repair buffers | 37 | 0.0825
clock buffers | 9 | 0.0281
clock inverters | 7 | 0.0176
well taps | 99 | 0.0281
## power groups by stage
stage	clock network (uW)	registers, uW	logic (uW)
after CTS	250	467	801
after global routing	262	482	897
final	243	466	803
## through the flow
step                cells  setup WS [ps]  area (um2)
floorplan             445           6240        3920
global placement      545           6050        4200
detailed placement    545           6030        4200
CTS                   561           5980        4400
global route          561           5770        4400
finish                561           5990        4400
Power and IR drop assume default switching activity.
